[flow/config.mk]
export PLATFORM = sky130hd
export DESIGN_NAME = Division
export DESIGN_NICKNAME = Division
export VERILOG_FILES = /design/flow/design.v
export SDC_FILE = /design/flow/constraint.sdc
export NUM_CORES = 4
export LEC_CHECK = 1
export CORE_UTILIZATION = 40
[flow/design.v]
module Division(
	input         clock,
	input         start,
	input  [31:0] a,
	input  [31:0] b,
	output [31:0] q,
	output [31:0] r
);
	reg [31:0] forR, forA, forB;
	integer rStrich, count;
	always @(posedge clock)
	begin
		if (start == 1) 
		begin
			forR <= 32'b0;
			forB <= b;
			forA <= a;
			count <= 31;
		end
		else begin
			if (count > 0)
			begin
				count = count - 1;
				rStrich = (r << 1) + a[count];
				if (rStrich < forB) begin
					forA[count] = 0;
					forR = rStrich;
				end else begin
					forA[count] = 1;
					forR = rStrich - forB;
				end
			end
		end
	end
	assign q = forA;
	assign r = forR;
endmodule
[flow/constraint.sdc]
current_design Division

set clk_period 14.2
set clk_io_pct 0.2

create_clock -name clk0 -period $clk_period [get_ports {clock}]

set non_clock_inputs [all_inputs -no_clocks]
set_input_delay [expr $clk_period * $clk_io_pct] -clock clk0 $non_clock_inputs
set_output_delay [expr $clk_period * $clk_io_pct] -clock clk0 [all_outputs]
[flow/run.sh]
#!/bin/bash
# OpenROAD 26Q1-2900-gdf79404cd8, Yosys 0.63+post, stock flow scripts
make -C /OpenROAD-flow-scripts/flow DESIGN_CONFIG=/design/flow/config.mk WORK_HOME=/design/flow/orfs finish
==> changes_impl.md <==
## Implementation

- Status: finished, final reports clean
- Cell Pwr Density: 81.9 nW/um^2
- Fmax: 136 MHz
- Final setup fails: 0
- Resized cells post-CTS: 0
- TritonCTS clock tree: built
- Yosys chip area: 9820 sq um
- Reg2reg path depth: 20
- Global-route wire length before repair: 42100 um
- Fp_density: 41.3%
- Synth cell types: 77
- Startpoint types: primary input
- Post-route insts no fill: 1553
- Clock latency (worst-skew pair): 0.42 ns
- Clock Root Buffer: clkbuf_16
- Syn Inst Count: 1141
- #FFs+latches synth: 128
- HP Class: flip-flop to flip-flop
- Area leader, netlist: edfxtp_1
- CORE AREA: 23800 sq um
- Placed cell count: 1521
- DR vias: 8758
- Lkg Pwr: 4.80 nW
- Ys async rst share: 0%
- PortBufs: 129
- RePlAce Congestion: 0.862
- Minimum clock period: 7.33 ns
- CTS max path bufs: 2
- Initial antenna violation count: 0
- # clock sinks: 128
- Main synth FF type: edfxtp_1
- YS warnings: 1
- Yosys cell count: 1141
- Seq/Total Area, Yosys: 32.6%
- # diodes: 0
- Wire length per cell: 16.8 um
- DP Worst Slack: 6.48 ns
- Hold Path Stages: 1
- Count of tool warnings: 28
- FF-to-FF setup slack: 8.25 ns
- Reg2reg start: count[1]
- I/O pin count: 130
- WHS Endpoint: count[30]
- Slew @ Worst Pin: 0.804 ns
- Fill cells: 2230
- Hold_buf cts: 0
- WHS: 0.492 ns
- Top-count cell post-synth: nand2_1
- Fin. Hold Viols: 0
- Vias in the first global route: 8177
- Height of the die: 159 um
- Post-synth top area share: 19.6%
- Drt pass-1 iters: 5
- WP data required: 14.36 ns
- Tot Pwr: 0.967 mW
- Number of CTS-inserted buffers: 17
- Final WL: 26000 um
- Share of layout cells above drive strength 1: 7.29%
- Critical path class: primary input to flip-flop
- Post-CTS Setup Bufs: 0
- WP data arrival: 7.50 ns
- Worst-path fanout max: 32
- Max VDD drop: 59.7 uV
- Top cells by area: edfxtp_1 20%, dfxtp_1 13%, xnor2_1 5.2%
- Commonest cells post-synth: 119 x nand2_1, 106 x nor2_1, 64 x dfxtp_1, 64 x edfxtp_1
- Start point of the worst hold path: count[30]
- P&R area growth vs syn: 20.3%
- Max-Cap Viols: 0
- GRT overflow: 0
- Multi-input logic area: 6100 sq um
- FF/Latch Area: 3200 sq um
- Post-DP HPWL: 18000 um
- Tcrit/Tclk final: 51.6%
- Crit. End Element: flip-flop
- DRT iter0 DRCs: 541
- RSZ-0062 raised after global routing: no
- Htree depth: 4
- # rows: 56
- Max Slew Vio Count: 0
- Avg Cell Area, Syn: 8.60 sq um
- Synthesized area: 9820 sq um
- Count of library flops with an enable pin: 64
- Vias per inst: 5.64
- Largest net degree at the start of global routing: 112
- Die W: 159 um
- Worst setup margin: 6.87 ns
- Relative slew slack: 46.0%
- Reg clk slew, reported paths: 0.06 ns
- Die ar.: 25200 sq um
- Fin Setup TNS: 0 ns
- Overall Global Routing Usage: 21.8%
- Final clock skew: 0.0117 ns
- Final ANT Viol Nets: 0
- DRC: 0
## per-stage QoR
stage / utilization (%) / instance area (sq um)
after floorplan: - / 9820
after global placement: 47.4 / 11300
after detailed placement: 47.4 / 11300
after CTS: 49.7 / 11800
after global routing: 49.7 / 11800
final: 49.7 / 11800
## cell families (layout without fill, tap and decap cells)
logic type,count (synthesis),after routing,synth area share [%]
mux,20,20,3.34
fa+ha+maj,35,35,4.54
compound gates,279,279,21.1
simple gates,466,466,25.0
xor+xnor,90,90,8.03
buf+inv,123,216,5.34
flops,128,128,32.6
## power breakdown
part | internal [mW] | switching (mW)
Clock | 0.245 | 0.171
Combinational | 0.0698 | 0.0674
Sequential | 0.406 | 0.00749
## per-layer routing
metal / GRT usage [%] / wire (um) / vias up
met5: 0 / 0 / -
met4: 2.43 / 297 / 0
met3: 3.33 / 1160 / 20
met2: 34.7 / 12100 / 193
met1: 33.2 / 12500 / 4148
li1: - / - / 4397
## cell usage in the layout, fill, tap and decap left out, types with 5 or more instances in the layout
cell / count
a31oi_1: 11
mux4_2: 10
clkbuf_16: 17
a21oi_1: 52
nand2_1: 119
buf_4: 12
dfxtp_1: 64
nor3b_1: 9
and2_1: 8
and3_1: 43
a41o_1: 31
or2_2: 7
o21ai_0: 41
a21o_1: 13
nor2b_1: 8
nor3_1: 31
nand3_1: 29
nand4_1: 8
nor2_1: 105
a211oi_1: 11
or4_1: 9
mux2i_1: 8
ha_1: 34
xor2_1: 32
o21a_1: 7
nor4_1: 14
nand2b_1: 18
inv_1: 43
a22o_1: 9
nor4_4: 5
o211ai_1: 12
edfxtp_1: 64
a311oi_1: 20
clkdlybuf4s50_1: 128
or3_1: 27
xnor2_1: 58
a21bo_1: 7
o21bai_1: 5
a21bo_2: 16
## critical path: stages
cell,delay (ns)
clkdlybuf4s50_1,0.43
mux4_2,0.49
mux4_2,0.50
mux2_2,0.29
nand2_1,0.14
ha_1,0.21
fa_1,0.19
nor2b_1,0.07
o31ai_1,0.37
a21oi_1,0.18
a21oi_1,0.36
o21a_1,0.21
o211ai_1,0.12
a31oi_1,0.18
nor2b_2,0.19
a21oi_1,0.05
buf_4,0.24
and3_1,0.21
a22o_1,0.20
## worst max-delay path by stage
| stage | start | to | slack (ns) | cells past startpoint |
|---|---|---|---|---|
| global route | a[1] | forR[0] | 6.56 | 19 |
| finish | a[0] | flip-flop | 6.87 | 19 |
| CTS | a[1] | forR[0] | 6.89 | 19 |
## cell type report
class | instances | area share (%)
Sequential cell | 128 | 27.1
Clock inverter | 13 | 0.953
Tap cell | 319 | 3.38
Timing Repair Buffer | 141 | 11.8
Inverter | 43 | 1.37
Multi-Input combinational cell | 890 | 51.6
Clock buffer | 19 | 3.75
Power is estimated from default activity; no workload was simulated.
